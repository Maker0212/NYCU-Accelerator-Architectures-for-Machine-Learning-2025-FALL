==> design.v <==
module global_buffer_bram #(parameter ADDR_BITS=8, parameter DATA_BITS=8)(
  input                      clk,
  input                      rst_n,
  input                      ram_en,
  input                      wr_en,
  input      [ADDR_BITS-1:0] index,
  input      [DATA_BITS-1:0] data_in,
  output reg [DATA_BITS-1:0] data_out
  );
  parameter DEPTH = 2**ADDR_BITS;
  reg [DATA_BITS-1:0] gbuff [DEPTH-1:0];
  always @ (negedge clk) begin
    if (ram_en) begin
      if(wr_en) begin
        gbuff[index] <= data_in;
      end
      else begin
        data_out <= gbuff[index];
      end
    end
  end
endmodule
==> run.sh <==
#!/bin/bash
# OpenROAD 26Q1-2900-gdf79404cd8, Yosys 0.63+post, stock flow scripts
make -C /OpenROAD-flow-scripts/flow DESIGN_CONFIG=/design/flow/config.mk WORK_HOME=/design/flow/orfs finish
==> config.mk <==
export PLATFORM = sky130hd
export DESIGN_NAME = global_buffer_bram
export DESIGN_NICKNAME = global_buffer_bram
export VERILOG_FILES = /design/flow/design.v
export SDC_FILE = /design/flow/constraint.sdc
export NUM_CORES = 4
export LEC_CHECK = 1
export CORE_UTILIZATION = 40
==> constraint.sdc <==
current_design global_buffer_bram

set clk_period 25.0
set clk_io_pct 0.2

create_clock -name clk0 -period $clk_period [get_ports {clk}]

set non_clock_inputs [all_inputs -no_clocks]
set_input_delay [expr $clk_period * $clk_io_pct] -clock clk0 $non_clock_inputs
set_output_delay [expr $clk_period * $clk_io_pct] -clock clk0 [all_outputs]
==> reports/results.ini <==
[cells_and_area]
comb_area_um2 = 15710
layout.cells.most_common_list = inv_1, edfxtp_1, mux4_2
synthToLayoutAreaGrowth_pct = 23.19
finish.cell_count_without_fillers = 8495
layout_top_cell_excl_fill_tap = inv_1
layout-drive-gt1-share_pct = 16.59
flop_area_um2 = 61740
fillCellCount = 15420

[synthesis]
postSynthCellCount = 3528
yosys.stat.seqShare_pct = 78.81
synth.avg_cell_area_um2 = 22.20
synth-seq-cells = 2056
synth_chip_area_um2 = 78340
yosysUniqueCellTypes = 20
synth.cell_area_um2 = 78340
synth_stat.cells = 3528
synth-warning-count = 1

[die]
num_io_pins = 28
fp.coreArea_um2 = 194800
dieArea_um2 = 197600
die_width_um = 444.5
fp_util_pct = 40.22
fp-row-count = 162
die.size.y_um = 444.5

[clock_network]
max-clock-path-buffers = 3
tritoncts = built
cts_inserted_buffers = 204
cts.repair.resized = 0
root_buffer_cell = clkbuf_16
path_clk_slew_ps = 30
cts_hold_buf = 0
htree_levels = 4
post_cts.repair.setup_buffers = 0
insertion_delay_ps = 790
numClockSinks = 2056

[global_routing]
first_pass_grt_wire_length_um = 280400
first_global_vias = 49770
antenna_found_initial = 2
globalRoute.totalOverflow = 0
grt_use_total_pct = 21.48
maximum_number_of_pins_on_one_net_before_global_route_repair = 102

[sta]
hold_violations = 0
fin_tns_setup_ps = 0
finClkSkew_ps = 30.21
report.final.slew_viol_count = 0
timing_worst_slew_pin_value_ps = 1134
whs_ps = 1094
worst_slew_margin_rel_pct = 23.44
setup_viol = 0
grt_setup_unrepaired = no

[worst_setup_path]
cp_max_fo = 69
cp-end-kind = flop
worst_path_largest_cell_delay_ps = 680
critical_path_required_ps = 12970
startpoint_type = input port
path_class = input port to flop
timing.critical_path.cells = buf_8 > buf_12 > buf_4 > mux4_2 > a22oi_1 > a21oi_1 > o41ai_1 > nand4_1
arrival_ps = 8850
worst_path_max_delay_cell = o41ai_1

[placed_design]
place_hpwl_um = 106800
dp_cells = 6073
placement.io_buffers = 26
gp_routability_congestion = 0.8501

[outcome]
status = completed

[route]
drt-total-wl_um = 189900
drc = 0
ant_nets = 0
drt_first_pass_iters = 5
drt_iter0_markers = 2877
detail_route.wl_per_cell_um = 22.35
avgViaCountPerCell = 5.045
route.vias.total = 42860

[power_and_ir_drop]
power_density_nw_per_um2 = 87.22
power.ir.vdd_worst_mv = 0.05396
power_leakage_uw = 0.03769

[run]
max_cap_violations = 0
warnings = 1031

[min_path]
hold_path.class = flop to flop

## synth_stat cells, drive strengths merged
| cell type | number | area [um^2] |
|---|---|---|
| a21oi | 128 | 640.6 |
| edfxtp | 2056 | 61740 |
| nor2b | 7 | 43.79 |
| inv | 2 | 7.510 |
| nor2 | 261 | 979.7 |
| o41ai | 32 | 280.3 |
| nand3 | 5 | 25.02 |
| mux4 | 512 | 11530 |
| nand2b | 2 | 12.51 |
| clkbuf | 145 | 544.3 |
| a22oi | 256 | 1922 |
| or2 | 1 | 6.260 |
| nor3 | 2 | 10.01 |
| and2 | 2 | 12.51 |
| buf | 79 | 421.7 |
| nand2 | 30 | 112.6 |
| nand4 | 8 | 50.05 |
## worst max-delay path: cells and delay by family
family	cells	cell delay [ps]
and+or+nand+nor	1	170
buffers and inverters	3	1580
muxes	1	620
AOI/OAI and AO/OA	3	1290
## flip-flops by register name, indices dropped and copies added, names as in the netlist
signal	cells
gbuff	2048
data_out	8
## routing by layer
metal | up-vias | track usage [%] | share of wire, %
met5 | - | 1.612 | 0.25
met3 | 319 | 17.32 | 15
met2 | 2049 | 29.80 | 49
li1 | 19360 | - | -
met4 | 14 | 8.528 | 2.5
met1 | 21110 | 25.07 | 34
## per-stage QoR
step                instance area [um^2]  setup WS, ps  total power [uW]  util (%)
floorplan                          78340          5342              4520         -
global placement                   82040          3294              4657     42.12
detailed placement                 82040          3262              4662     42.12
CTS                                96510          4075              8573     49.54
global route                       96510          3768              8984     49.54
finish                             96510          4117              8418     49.54
## cells by family after synthesis
| group | Yosys count | synth area share, % |
|---|---|---|
| muxes | 512 | 14.72 |
| buffers and inverters | 226 | 1.243 |
| and+or+nand+nor | 318 | 1.599 |
| DFF | 2056 | 78.81 |
| AOI/OAI and AO/OA | 416 | 3.629 |
## final timing paths
| check | from | endpoint | slack, ps | cells past startpoint |
|---|---|---|---|---|
| max reg2reg | gbuff[251][7]$_DFFE_NP_ | data_out[7]$_DFFE_NP_ | 22170 | 5 |
| min reg2reg | gbuff[218][6]$_DFFE_NP_ | data_out[6]$_DFFE_NP_ | 1090 | 5 |
| min | gbuff[218][6]$_DFFE_NP_ | data_out[6]$_DFFE_NP_ | 1090 | 5 |
| max | index[0] | data_out[1]$_DFFE_NP_ | 4120 | 8 |
## cell type report
type                    instances  share of cell area (%)
diodes                          1                0.002593
clock buffers                 210                   5.445
clock inverters              2212                   9.542
inverters                       1                0.003889
multi-input cells            1246                   16.28
flip-flops and latches       2056                   63.97
well taps                    2624                   3.402
repair buffers                145                   1.351
## report_power, final
part / leakage [uW] / switching [uW] / internal [uW]
logic: 0.00489 / 195 / 105
clock network: 0.0143 / 2040 / 2240
registers: 0.0185 / 2.05 / 3830
Power figures rest on the tool's default switching activity, not on a simulated workload.
