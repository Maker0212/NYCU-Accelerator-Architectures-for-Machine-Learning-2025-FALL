==> flow/design.v <==
module global_buffer #(parameter ADDR_BITS=8, parameter DATA_BITS=8)(clk, rst_n, wr_en, index, data_in, data_out);
  input clk;
  input rst_n;
  input wr_en;  
  input      [ADDR_BITS-1:0] index;
  input      [DATA_BITS-1:0]       data_in;
  output reg [DATA_BITS-1:0]       data_out;
  integer i;
  parameter DEPTH = 2**ADDR_BITS;
  reg [DATA_BITS-1:0] gbuff [DEPTH-1:0];
  always @ (negedge clk or negedge rst_n)
  begin
    if(!rst_n)
    begin
      for(i=0; i<(DEPTH); i=i+1)
        gbuff[i] <= 'd0;
    end
    else
    begin
      if(wr_en)
      begin
        gbuff[index] <= data_in;
      end
      else
      begin
        data_out <= gbuff[index];
      end
    end
  end
endmodule
==> flow/run.sh <==
#!/bin/bash
# OpenROAD 26Q1-2900-gdf79404cd8, Yosys 0.63+post, stock flow scripts
make -C /OpenROAD-flow-scripts/flow DESIGN_CONFIG=/design/flow/config.mk WORK_HOME=/design/flow/orfs finish
==> flow/config.mk <==
export PLATFORM = sky130hd
export DESIGN_NAME = global_buffer
export DESIGN_NICKNAME = global_buffer
export VERILOG_FILES = /design/flow/design.v
export SDC_FILE = /design/flow/constraint.sdc
export NUM_CORES = 4
export LEC_CHECK = 1
export CORE_UTILIZATION = 40
==> flow/constraint.sdc <==
current_design global_buffer

set clk_period 4.1
set clk_io_pct 0.2

create_clock -name clk0 -period $clk_period [get_ports {clk}]

set non_clock_inputs [all_inputs -no_clocks]
set_input_delay [expr $clk_period * $clk_io_pct] -clock clk0 $non_clock_inputs
set_output_delay [expr $clk_period * $clk_io_pct] -clock clk0 [all_outputs]
==> flow_summary.ini <==
; generated from flow reports
[cells_and_area]
drive_gt1_frac = 0.536
fillCellCount = 18582
lay_top_cells = dfrtn_1, mux2_2, buf_4
area_growth_pct = 33.7
final_core_util = 0.539
layout.cells.non_filler = 11546
layout_top_cell = dfrtn_1

[global_route]
grt_usage = 0.442
antenna_found_initial = 45
grt_pass1_vias = 73110
grt_first_pass_wirelength_um = 651000
overflow = 0
grt_max_degree = 104

[sta]
grt_setup_unrepaired = yes
skew_ps = 78.9
tightest_slew_ps = 1010
setup_viol = 2041
slew_headroom = 0.324
whs_ps = 441
hold_violations = 0
drv_slew = 0
setup_ws_ps = -1500

[drt]
detail-route-antenna-nets = 0
vias_per_cell = 6.30
highest_layer = met5
drt_iter0_drc = 6647
wl_met1_um = 182000
route.met3.wl_um = 68200
wire_per_inst_um = 42.1
met2WireLength_um = 199000
routed_wl_um = 487000
drc = 0
vias = 72715
firstDrtPassIters = 9

[clocking]
cts_tree = built
cts_made_buffers = 225
clock_sinks = 2056
clockBufferDepth = 3
htreeDepth = 4
clock-root-buffer = clkbuf_16
ctsHoldBuffers = 0
clock_latency_ps = 850
path_clk_slew_ps = 50

[power_and_ir_drop]
seq_power_share = 0.467
power.leakage_uw = 0.0592
comb_power_share = 0.077
power.switching_uw = 11800
p_per_area_mw_per_mm2 = 385
internal_power_uw = 35400
vdd_drop_max_v = 0.000382
swShare = 0.251
clkPwrFrac = 0.456

[setup_path]
cp_max_fo = 7
critPathKind = in2reg
crit_arrival_ps = 4150
critical-path-top-delay-family = simple AND/OR/NAND/NOR gates
cp-start-kind = input pin
crit_buf_inv = 7
cp-end-kind = flip-flop
required_ps = 2640
path_cells = buf_12 -> buf_16 -> buf_12 -> buf_4 -> nand4_1 -> buf_12 -> nor2_1 -> buf_12 -> a22oi_2 -> nand4_1 -> nor4_2 -> and4_4 -> nand4_1 -> buf_4 -> o41a_1
cp_slowest_cell = nand4_1
crit_top_cell = buf_12
slowest_delay_ps = 510

[run_status]
violations = negative setup slack
status = complete, but fails checks

[placement]
hpwl_um = 364000
numPortBuffers = 26
place_inst = 10945
place.gp.congestion = 1.10
dp_slack_ps = -3010

[run]
tool_warnings = 42
cap_violations = 0

[synthesis]
yosys_warnings = 2
ys_area_mm2 = 0.0919
syn_area_per_cell_um2 = 13.5
ys_cells = 6819
synth-edff-count = 8
ys_ff = 2056
ys_types = 91
ff_type = dfrtn_1
synthCells = 6819
synthArstFlopShare = 0.996
postSynthSeqShare = 0.561
syn_area_mm2 = 0.0919

[die]
fp.dieArea_mm2 = 0.232
rows = 175
die_w_um = 481
fp_util = 0.403
coreArea_mm2 = 0.228
io_pins = 27
die_h_um = 481

[worst_hold_path]
holdCritPathClass = reg2reg
-- per-stage QoR --
stage	TNS [ps]	cell area [um^2]	power, uW
2_1_floorplan	-1263320	92800	23700
3_3_place_gp	-2990750	111000	25700
3_5_place_dp	-2974020	111000	25700
4_1_cts	-933760	121000	47300
5_1_grt	-999230	123000	48500
6_report	-1029770	123000	47200
-- routing by layer --
metal,vias to the layer above,global-route usage
met4,58,0.254
met2,3934,0.588
met5,-,0.00601
met1,38293,0.580
met3,1224,0.242
li1,29206,-
-- registers in the layout, indices dropped and copies added, names as in the netlist --
name and flops:
gbuff 2048, data_out 8
-- power by group through the flow --
stage	clock network (uW)	registers (uW)	logic (uW)
after CTS	21800	22000	3500
after global routing	22500	22100	3810
final	21500	22100	3640
-- worst paths after layout --
check | from | endpoint | slack [ps] | cells after the start
max | index[5] | data_out[2] | -1500 | 15
min | gbuff[34][2] | gbuff[34][2] | 440 | 1
max reg2reg | gbuff[229][2] | data_out[2] | 1040 | 9
min reg2reg | gbuff[34][2] | gbuff[34][2] | 440 | 1
max in group asynchronous | rst_n | gbuff[156][6] | 1030 | 4
min in group asynchronous | rst_n | gbuff[59][7] | 1820 | 1
-- repair_timing --
item	4_1_cts	5_1_grt
pin swaps	62	67
endpoints found under the setup margin	2054	2031
gates cloned	5	3
setup buffers	73	85
resized	312	289
-- layout make-up --
type | count | area (um^2) | share of cell area
Antenna cell | 21 | 52.6 | 0.000428
Clock inverter | 96 | 1210 | 0.00985
Clock buffer | 331 | 6670 | 0.0543
Sequential cell | 2056 | 51500 | 0.419
Multi-Input combinational cell | 4223 | 40200 | 0.328
Inverter | 3 | 11.3 | 0.0000917
Timing Repair Buffer | 1807 | 19400 | 0.158
Tap cell | 3009 | 3760 | 0.0307
-- Yosys cell counts (21+ instances only) --
master       n  area, um^2
a22oi_1    615        4620
nor4_1      72         450
a21oi_1     40         200
buf_1       31         116
a222oi_1    93         931
buf_2      139         696
clkbuf_1   310        1160
a22o_1      99         867
nor3_1      29         145
nand2_1    299        1120
mux2_2    2035       22900
a221oi_1    50         438
and3_1      22         138
nand3_1     67         335
nand4_1     74         463
a32oi_1     84         736
a32o_1      22         220
buf_6       29         327
nor2_1     172         646
dfrtn_1   2048       51200
buf_4       27         203
o22ai_1    143         895
mux2_1      21         236
-- kinds of logic after synthesis --
group | count (synthesis) | share of synthesized area
XOR/XNOR | 5 | 0.000477
AND/OR/NAND/NOR | 902 | 0.0527
buffers and inverters | 541 | 0.0276
flip-flops | 2056 | 0.561
AND-OR/OR-AND | 1256 | 0.106
adder cells (fa/ha/maj) | 1 | 0.000109
multiplexers | 2058 | 0.252
Power and IR drop assume default switching activity.
